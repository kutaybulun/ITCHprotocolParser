[flow/config.mk]
export PLATFORM = sky130hd
export DESIGN_NAME = fanOutCounter
export DESIGN_NICKNAME = fanOutCounter
export VERILOG_FILES = /design/flow/design.v
export SDC_FILE = /design/flow/constraint.sdc
export NUM_CORES = 4
export LEC_CHECK = 1
export CORE_AREA = 10 10 70 70
export DIE_AREA = 0 0 80 80
[flow/constraint.sdc]
current_design fanOutCounter

set clk_period 1.6
set clk_io_pct 0.2

create_clock -name clk0 -period $clk_period [get_ports {clk}]

set non_clock_inputs [all_inputs -no_clocks]
set_input_delay [expr $clk_period * $clk_io_pct] -clock clk0 $non_clock_inputs
set_output_delay [expr $clk_period * $clk_io_pct] -clock clk0 [all_outputs]
[flow/design.v]
module fanOutCounter (
    clk,
    rst,
    counterOut
);
input clk;
input rst;
output reg [6:0] counterOut;
always @(posedge clk) begin
    if (rst) begin
        counterOut <= 0;
    end else begin
        counterOut <= counterOut + 1;
    end
end
endmodule
[flow/run.sh]
#!/bin/bash
# OpenROAD 26Q1-2900-gdf79404cd8, Yosys 0.63+post, stock flow scripts
make -C /OpenROAD-flow-scripts/flow DESIGN_CONFIG=/design/flow/config.mk WORK_HOME=/design/flow/orfs finish
==> impl_metrics.json <==
{
  "outcome": "finished clean",
  "fin_crit_ns": 1.48,
  "num_rows": 21,
  "yosys-top-cells-area": "dfxtp_1 (51%), nor2_1 (8.2%), xor2_1 (6.4%)",
  "fmax_mhz": 673,
  "drt-wirelength-per-cell_um": 7.15,
  "postCtsHoldBufs": 0,
  "setup_tns_ns": 0,
  "seq_area_frac_synth_pct": 50.9,
  "clkLatencyLatePin_ns": 0.25,
  "largestRegisters": "counterOut (7)",
  "maxCapViolCount": 0,
  "drv_slew": 0,
  "grt_pass1_wl_um": 1010,
  "cp-start-kind": "flop",
  "synthArstFlopShare_pct": 0,
  "holdPathStages": 1,
  "power_density_mw_per_mm2": 853,
  "avgViaCountPerCell": 2.52,
  "drive_gt1_share_pct": 10.0,
  "p_sw_share_pct": 20.0,
  "num_vias": 217,
  "dieArea_mm2": 0.00640,
  "gp_congestion": 0.656,
  "yosysTopAreaCell": "dfxtp_1",
  "drt_iter0_markers": 0,
  "crit_family": "buffers and inverters",
  "area_growth_pct": 56.8,
  "r2r_start": "counterOut[0]$_SDFF_PP0_",
  "p_leak_nw": 0.137,
  "rsz0062_at_grt": "no",
  "hp-class": "reg2reg",
  "fin_skew_ns": 0.000507,
  "switchingPower_uw": 73.8,
  "syn_inst": 29,
  "min_to": "counterOut[0]$_SDFF_PP0_",
  "cts_max_path_buffers": 2,
  "ir_worst_vdd_mv": 0.519,
  "numPortBuffers": 8,
  "hold_ws_ns": 0.458,
  "avgSynthCellArea_um2": 9.49,
  "worstHoldStart": "counterOut[0]$_SDFF_PP0_",
  "ctsRootBufferMaster": "clkbuf_4",
  "fill_cells": 400,
  "cts_made_buffers": 3,
  "largest-register": "counterOut",
  "ant_nets": 0,
  "r2r_end": "counterOut[6]$_SDFF_PP0_",
  "worst_pin_slew_ns": 0.287,
  "slew_headroom_pct": 80.8,
  "cts-htree-levels": 1,
  "largest_register_ffs": 7,
  "gr-total-overflow": 0,
  "io_pins": 9,
  "first_global_vias": 225,
  "fp_util_pct": 8.06,
  "crit_chain": "clkdlybuf4s50_1",
  "clkSinkCount": 7,
  "synthFlopType": "dfxtp_1",
  "core_area_mm2": 0.00342,
  "r2r_setup_slack_ns": 0.47,
  "critical-path-max-stage-delay_ns": 0.52,
  "setup_viol": 0,
  "netlist.area_leader.share_pct": 50.9,
  "worstSetupPathType": "reg2out",
  "antenna_cells": 0,
  "route.detailed.drc": 0,
  "r2r_cells": 4,
  "yosysWarnings": 1,
  "seq_power_share_pct": 50.8,
  "worstPathMaxFanout": 4,
  "post_cts_buffers": 0,
  "pwr-share-clk_pct": 42.1,
  "top_cells_by_count": "dfxtp_1 (7), nor2_1 (6)",
  "antenna_found_initial": 0,
  "cp-end-kind": "primary output",
  "syn_area_um2": 275,
  "critPathBufInv": 1,
  "yosysUniqueCellTypes": 13,
  "path_clk_slew_ns": 0.05,
  "edf_count": 0,
  "most_common_cell": "dfxtp_1",
  "finalCritPeriodShare_pct": 92.8,
  "ys_chip_area_um2": 275,
  "power_uw": 368,
  "worstPathRequired_ns": 1.28,
  "cp_data_arrival_time_ns": 1.16,
  "ys_ff": 7,
  "die_x_um": 80,
  "yosysCellCount": 29,
  "p_int_uw": 294,
  "dieHeight_um": 80,
  "ctsResizeCount": 0,
  "slowest_stage": "clkdlybuf4s50_1",
  "finalHoldViolCount": 0,
  "grt_start_max_net_pins": 10,
  "dr.pass1.iters": 1,
  "wirelength_um": 615,
  "comb_power_share_pct": 7.1,
  "cts_tree": "done",
  "warnings": 25,
  "grt_usage_pct": 2.09
}
cell usage in the layout (no fill, tap or decap), drive strengths merged:
cell	netlist	layout
dfxtp	7	7
nand2b	1	1
nand3	2	2
nor2b	1	1
nand2	2	2
xnor2	1	1
or2b	1	1
nor4	2	2
o21bai	2	2
clkbuf	0	4
xor2	2	2
ha	1	1
nor2	6	6
clkdlybuf4s50	0	8
cell type report:
type,instances,area [µm²],share of cell area [%]
multi-input cells,21,128,29.6
well taps,46,57.6,13.3
repair buffers,8,80.1,18.6
clock buffers,4,26.3,6.09
flip-flops and latches,7,140,32.5
cell families after synthesis:
family | count (synthesis) | synth area share (%)
compound gates | 2 | 5.45
fa+ha+maj | 1 | 4.54
flops | 7 | 50.9
simple gates | 15 | 26.8
buf+inv | 1 | 2.73
xor+xnor | 3 | 9.55
worst max path at each step:
| stage | start | endpoint | slack [ns] | cells after the start |
|---|---|---|---|---|
| after CTS | counterOut[3]$_SDFF_PP0_ | counterOut[3] | 0.11 | 1 |
| final | counterOut[3]$_SDFF_PP0_ | counterOut[3] | 0.12 | 1 |
| after global routing | counterOut[4]$_SDFF_PP0_ | counterOut[4] | 0.07 | 1 |
layer usage:
layer | part of all wire [%] | track usage (%) | up-vias
met1 | 62 | 2.96 | 84
met4 | 0 | 0 | 0
met3 | 17 | 2.27 | 0
met5 | 0 | 0 | -
met2 | 21 | 2.09 | 14
li1 | - | - | 119
power groups by stage:
stage	clock network [mW]	registers, mW	logic [mW]
final	0.155	0.187	0.0260
after global routing	0.176	0.188	0.0296
after CTS	0.163	0.187	0.0263
per-stage QoR:
step / cell area, µm² / worst slack [ns] / cells / utilization, %
2_1_floorplan: 275 / 0.578 / 29 / -
3_3_place_gp: 405 / 0.238 / 82 / 11.9
3_5_place_dp: 405 / 0.201 / 82 / 11.9
4_1_cts: 432 / 0.108 / 86 / 12.6
5_1_grt: 432 / 0.0734 / 86 / 12.6
6_report: 432 / 0.115 / 86 / 12.6
No activity file was given, so power comes from the tool's default toggle rates.
